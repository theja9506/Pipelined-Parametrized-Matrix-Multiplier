`flow/design.v`:
```
module just_trying_out_new_things(input [7:0] ain, bin, input [15:0] cin, input clk, reset, enable, output reg [7:0] aout, bout, output reg [15:0] cout);
  always @(posedge clk or posedge reset) begin
    if (reset) begin
      aout <= 0;
      bout <= 0;
      cout <= 0;
    end
    else if (enable) begin
      aout <= ain;
      bout <= bin;
      cout <= cin + (ain * bin);   
    end
  end
endmodule
```
`flow/run.sh`:
```
#!/bin/bash
# OpenROAD 26Q1-2900-gdf79404cd8, Yosys 0.63+post, stock flow scripts
make -C /OpenROAD-flow-scripts/flow DESIGN_CONFIG=/design/flow/config.mk WORK_HOME=/design/flow/orfs finish
```
`flow/config.mk`:
```
export PLATFORM = sky130hd
export DESIGN_NAME = just_trying_out_new_things
export DESIGN_NICKNAME = just_trying_out_new_things
export VERILOG_FILES = /design/flow/design.v
export SDC_FILE = /design/flow/constraint.sdc
export NUM_CORES = 4
export LEC_CHECK = 1
export CORE_UTILIZATION = 30
export SYNTH_HDL_FRONTEND = slang
```
`flow/constraint.sdc`:
```
current_design just_trying_out_new_things

set clk_period 1.5
set clk_io_pct 0.2

create_clock -name clk0 -period $clk_period [get_ports {clk}]

set non_clock_inputs [all_inputs -no_clocks]
set_input_delay [expr $clk_period * $clk_io_pct] -clock clk0 $non_clock_inputs
set_output_delay [expr $clk_period * $clk_io_pct] -clock clk0 [all_outputs]
```
==> COMMIT_EDITMSG <==
Store results of the implementation flow

- The flow ran to the end, but the final reports show violations.
- The checks that failed: negative setup slack.
- Number of cells in the design after placement: 671
- Detailed-route iteration 0 reported a violation count of 107.
- The die is around 110 um wide.
- Post-route antenna net violation count: 0
- Class of the most critical hold timing path: in2reg
- Global routing used 15.95% of the available tracks across all layers.
- Adder share: 38.32%
* Remaining design rule violation count: 0
- Once routing completed, OpenROAD measured the worst setup slack at -2.250 ns.
- Deepest clock path buffer count: 2
- Total of endpoints with negative setup slack in the final report: 15
- Fraction of synthesized cell area in xor and xnor cells: 1.633%
* Synthesized-area fraction occupied by ao, oa, aoi and oai cells: ~6.3%
- Number of port buffers: 66
* Sequential share of the synthesized area: roughly a fifth
- Yosys reports the multiplexer fraction of the synthesized area as just over 7%.
- Routed len/inst: 13.08 um
* Tool warnings: 28
* Pwr dens: 1544 mW/mm2
* Unique masters post-synth: 35
- The via count of the first global-routing pass came to 3447.
* Critical Path Start Type: input port
- Count of vias placed by the detailed router: 3102
- Per the synth stats, the flop cell with the highest instance count is sky130_fd_sc_hd__dfrtp_1.
- The final max-slew violation count recorded for this run is 0.
* Overall Power: 9.188 mW
* Final Hold Fails: 0
* Fraction of registers with async set or reset after synthesis: 100.0%
* Post-CTS Hold Fix Bufs: 0
- Fill cells: 1092
* Top cell type's share of synthesized area: around a quarter
* FP Util: a little under a third
- The core region is around 0.012 mm2.
- Residual overflow from global routing: 0
- Critical path start-end classification: in2reg
- The report counts max-capacitance violations totalling 0.
- Leakage: about 2.8 nW
- TritonCTS reports the number of clock sinks as 32.
- The synthesized netlist handed to floorplanning was reported with a cell count of 398.
- Post-layout period usage of the worst path: 250.0%
- Number of primary I/O pins: about 67
* Proportion of layout cells with a drive suffix above 1: 43.31%
- Final instance count without filler cells: between 600 and 700
- Clock tree from TritonCTS: built
- Yosys cell count: a little under 400
- Yosys warnings: 0
* Worst Max-Slew Pin Slew: 0.3979 ns
- Setup clock skew after layout: 0 ns
- Drt via density: roughly 4.4
- Critical path arrival: 3.92 ns
* Largest fanout on the critical path: 9
- Setup repair after global routing could not meet its margin everywhere.
- In this run, synthesis inferred 0 flip-flops with an integrated enable.
- Average instance area after synthesis: between 9 and 10 um2
* Max rail drop VDD: between 0.0008 and 0.0009 V
* Max transition margin: 73.44%
* Yosys top cell by area: sky130_fd_sc_hd__fa_1
- Chip Footprint: 0.01297 mm2
- The first global-routing pass estimated between 15 and 20 mm of wire.
* Routed wire length: 9.141 mm
- After layout, the minimum clock period comes to about 3.8 ns.
* Routability Congestion: 0.8556
- Mapped Area: 0.003755 mm2
* Root buffer cell: sky130_fd_sc_hd__clkbuf_16
* Fmax: approximately 0.27 GHz
- Clock Latency Late Sink: 0.28 ns
- On the reported timing paths, the clock transition at the registers reads 0.06 ns.
- Once synthesis finished, the tally of register bits stood at 32.
- Area growth, synth to finish: 58.51%
- After legalization and detailed placement, the total HPWL measured 7.013 mm.
* Post-Place Worst Slack: -3.078 ns
- The worst setup path is captured at a flip-flop.
- According to the report, the first pass of detailed routing completed in 4 iterations.
- Simple-gate share of the synthesized area: 14.06%
* Maximum number of pins on one net before global-route repair: 33
- The initial antenna violation count was 0.
* # rows: 40
- In the post-synthesis netlist, the biggest area contributors are sky130_fd_sc_hd__fa_1, sky130_fd_sc_hd__dfrtp_1, sky130_fd_sc_hd__ha_1.
* Yosys stat chip area: 0.003755 mm2
* Comb area leader: adder cells
* CTS H-tree lvls: 2
- The CTS report gives the tree buffer count as 5.
- Die y size: 113.9 um
* Required @ worst endpoint: between 1.5 and 2 ns
* N_diodes: 0
==> report_power, final <==
| group | internal (mW) | switching (mW) | total (mW) |
|---|---|---|---|
| clock network | 0.611 | 0.403 | 1.01 |
| registers | 1.12 | 0.144 | 1.27 |
| logic | 3.87 | 3.04 | 6.91 |
==> Yosys cell counts, drive strengths merged (2+ instances only) <==
library cell	count
and2	37
nand4b	2
nor2	7
a21oi	12
nand3	7
xor2	2
inv	101
o21ai	6
xnor2	5
or3	2
fa	50
nor3	2
dfrtp	32
o311ai	2
a211oi	3
clkbuf	9
a22oi	2
nand2	43
mux2	24
nor2b	3
ha	35
==> per-stage QoR <==
step	TNS, ns	utilization (%)	cell area [um2]	hold slack, ns
finish	-25.46	49.14	5952	0.2780
global route	-26.92	49.14	5952	0.2770
CTS	-25.93	47.45	5747	0.2695
detailed placement	-40.02	43.02	5210	0.4756
global placement	-40.01	43.02	5210	0.4744
floorplan	-26.20	-	4053	0.4162
==> layout make-up <==
| class | instances | area, um2 | share of cell area [%] |
|---|---|---|---|
| repair buffers | 135 | 1338 | 22.47 |
| well taps | 168 | 210.2 | 3.532 |
| multi-input cells | 255 | 3080 | 51.76 |
| inverters | 101 | 379.1 | 6.370 |
| clock inverters | 3 | 18.77 | 0.3153 |
| flip-flops and latches | 32 | 800.8 | 13.45 |
| clock buffers | 5 | 125.1 | 2.102 |
==> cell usage in the layout, fill, tap and decap left out, drive strengths merged, types with 2 or more instances in the layout <==
cell / netlist / routed
clkbuf: 9 / 8
xnor2: 5 / 5
nor2b: 3 / 3
fa: 50 / 50
inv: 101 / 101
a211oi: 3 / 3
clkdlybuf4s50: 0 / 42
a21oi: 12 / 12
o311ai: 2 / 2
buf: 1 / 84
nor2: 7 / 7
xor2: 2 / 2
a22oi: 2 / 2
mux2: 24 / 24
nand4b: 2 / 2
ha: 35 / 35
o21ai: 6 / 6
nand3: 7 / 7
nand2: 43 / 43
and2: 37 / 37
nor3: 2 / 2
dlygate4sd2: 0 / 5
clkinv: 0 / 3
or3: 2 / 2
dfrtp: 32 / 32
==> logic make-up after synthesis <==
| logic type | count (synthesis) |
|---|---|
| xor gates and xnor gates | 7 |
| and+or+nand+nor | 105 |
| adders and majority gates | 85 |
| muxes | 24 |
| AOI/OAI and AO/OA | 34 |
| buffers and inverters | 111 |
| DFF | 32 |
==> metal layers <==
metal / share of wire, % / up-vias / GRT usage (%) / wire length, um
li1: - / 1491 / - / -
met1: 47 / 1528 / 23.26 / 4300
met2: 47 / 75 / 26.83 / 4320
met3: 4.8 / 8 / 2.599 / 443
met4: 0.84 / 0 / 1.472 / 77
met5: 0 / - / 0 / 0
==> repair_timing <==
item | CTS | global route
endpoints found under the setup margin | 16 | 16
gates resized | 179 | 46
buffers inserted | 17 | 5
pin swaps | 68 | 49
==> worst paths after layout <==
check                                     start                   end  slack (ns)  depth (start not counted)
max in group asynchronous                 reset   bout[1]$_DFFE_PP0P_        0.96                          3
hold reg to reg             cout[9]$_DFFE_PP0P_   cout[9]$_DFFE_PP0P_        0.49                          2
setup reg to reg           cout[14]$_DFFE_PP0P_  cout[14]$_DFFE_PP0P_        0.64                          2
hold / removal                           ain[3]   aout[3]$_DFFE_PP0P_        0.28                          2
min in group asynchronous                 reset   bout[6]$_DFFE_PP0P_        0.36                          3
setup / recovery                         ain[6]  cout[14]$_DFFE_PP0P_       -2.25                         14
==> registers in the layout, indices dropped and copies added, names as in the netlist <==
name  cells
bout      8
cout     16
aout      8
==> critical path: stages <==
cell,delay [ns]
sky130_fd_sc_hd__buf_4,0.15
sky130_fd_sc_hd__and2_4,0.15
sky130_fd_sc_hd__fa_1,0.53
sky130_fd_sc_hd__inv_1,0.06
sky130_fd_sc_hd__fa_1,0.53
sky130_fd_sc_hd__fa_2,0.45
sky130_fd_sc_hd__fa_1,0.53
sky130_fd_sc_hd__inv_2,0.05
sky130_fd_sc_hd__ha_4,0.23
sky130_fd_sc_hd__and2_4,0.17
sky130_fd_sc_hd__nand3_4,0.08
sky130_fd_sc_hd__o221ai_4,0.13
sky130_fd_sc_hd__or3_1,0.37
sky130_fd_sc_hd__a31o_1,0.21
Power figures rest on the tool's default switching activity, not on a simulated workload.
